==> flow/design.v <==
`timescale 1ns/1ps
module MODULE_SCCB_GENERATOR (
    input camera_clk,
    input rst,
    inout siod,
    output reg sioc,
    output next_reg,
    input reg_not_done,
    input [7:0] device_addr,reg_addr,value
);
reg[15:0]cnt=0;
reg flag;
always @(posedge camera_clk)
    if(!cnt)
        cnt<=reg_not_done;
    else
    begin
        if(cnt[15:11]==5'b11111)
            cnt<=0;
        else
            cnt<=cnt+1;
    end
assign next_reg=!cnt&&reg_not_done;
always @(posedge camera_clk)
case(cnt[15:11])
    5'b00000,5'b11110,5'b11111:sioc<=1;
    5'b00001:
    begin
        if(cnt[10:9]==2'b11)
            sioc<=0;
        else
            sioc<=1;
    end
    5'b11101:
    begin
        if(cnt[10:9]==2'b00)
            sioc<=0;
        else
            sioc<=1;
    end
    default:
    begin
        if(cnt[10:9]==2'b01||cnt[10:9]==2'b10)
            sioc<=1;
        else
            sioc<=0;
    end
endcase
always @(posedge camera_clk)
case(cnt[15:11])
    5'b01010,5'b10011,5'b11100:flag<=0;
    default:flag<=1;
endcase
reg[31:0]tmp;
reg now=0;
always @(posedge camera_clk)
begin
    if(!cnt&&reg_not_done)
    begin
        tmp<={2'b10,device_addr,1'bx,reg_addr,1'bx,value,1'bx,3'b011};
    end
    else
    begin
        now<=tmp[31-cnt[15:11]];
    end
end
assign siod=flag?now:1'bz;
endmodule  
==> flow/run.sh <==
#!/bin/bash
# OpenROAD 26Q1-2900-gdf79404cd8, Yosys 0.63+post, stock flow scripts
make -C /OpenROAD-flow-scripts/flow DESIGN_CONFIG=/design/flow/config.mk WORK_HOME=/design/flow/orfs finish
==> flow/config.mk <==
export PLATFORM = sky130hd
export DESIGN_NAME = MODULE_SCCB_GENERATOR
export DESIGN_NICKNAME = MODULE_SCCB_GENERATOR
export VERILOG_FILES = /design/flow/design.v
export SDC_FILE = /design/flow/constraint.sdc
export NUM_CORES = 4
export LEC_CHECK = 1
export CORE_UTILIZATION = 30
==> flow/constraint.sdc <==
current_design MODULE_SCCB_GENERATOR

set clk_period 2.5
set clk_io_pct 0.2

create_clock -name clk0 -period $clk_period [get_ports {camera_clk}]

set non_clock_inputs [all_inputs -no_clocks]
set_input_delay [expr $clk_period * $clk_io_pct] -clock clk0 $non_clock_inputs
set_output_delay [expr $clk_period * $clk_io_pct] -clock clk0 [all_outputs]
==> CHANGELOG.md <==
### Implementation results

* Outcome: completed
* Row count at 28
* Total die area at 6450 µm²
* Yosys adder share at 2.72%
* Min Hold Slack at 0.569 ns
* Final Hold Viols at 0
* Max-slew violations at 0
* GR Util All Layers at 10.9%
* XORs/XNORs by Area at 6.19%
* Hold Crit Class: flop to flop
* Tmin final at 2.09 ns
* Post-DRT Antenna Nets at 0
* Yosys chip area at 1840 µm²
* Post-synthesis area per instance at 12.0 µm²
* Reg2reg path depth at 4
* DIE WIDTH at 80.3 µm
* Setup-failing EPs final at 0
* Share of post-route cells with drive strength above 1 at 13.7%
* Die H at 80.3 µm
* RSZ-0062 raised after global routing: no
* VDD IR max at 369 µV
* Critical Path Sink Type: output port
* Reg-to-reg endpoint: siod
* Htree depth at 2
* # Cells Yosys at 153
* Total Neg Setup Slack at 0 ns
* Fmax at 0.479 GHz
* CTS tree: done
* CTS buffer count at 5
* Tool warnings at 28
* Worst-Margin Slew at 0.513 ns
* Top FF cell, synth: edfxtp_1
* Vias in the first global route at 1175
* CP Class: flop to output port
* Synthesized cell area at 1840 µm²
* CP Data Arrival Time at 1.59 ns
* Distinct cells, synth at 35
* Post-DP HPWL at 2180 µm
* Gr ovfl total at 0
* Synth Seq Share at 59.3%
* Fp_density at 31.1%
* Clk buf depth at 2
* Most frequent logic cells in the routed design: clkdlybuf4s50_1 (26), edfxtp_1 (25), nor2_1 (20), dfxtp_1 (15), xnor2_1 (12)
* Async set-reset flop share out of synthesis at 0%
* Final GP Congestion at 0.747
* Most frequent logic cell in the layout: clkdlybuf4s50_1
* Area of the multi-input gates at 692 µm²
* Min-delay src: cnt[0]
* Clock slew at reported path FFs at 0.08 ns
* DR DRC count at 0
* Total wire length at 3160 µm
* Yosys warning count at 2
* Max-cap violation count at 0
* Register Area at 1090 µm²
* Fillers at 556
* Synth mux share at 6.66%
* Initial drt markers at 83
* Synthesized instance count at 153
* Final antenna diode count at 0
* Core ar. at 5920 µm²
* Ys flops at 42
* FF-to-FF Start: cnt[11]
* Worst Hold End: cnt[0]
* Via count at 1240
* Final Skew at 0.00512 ns
* Initial antenna violation count at 0
* Flop-to-flop setup slack at 0.58 ns
* Leakage at 0.804 nW
* CP Data Required Time at 2.00 ns
* AO/OA Area Share at 5.30%
* Number of flops mapped to enable cells by yosys at 25
* Area growth syn-to-layout at 28.6%
* Crit path max fanout at 3
* I/O Buffers at 27
* Avg Vias per Cell at 4.68
* Sink Count at 42
* WL/cell at 11.9 µm
* Critical Path Source Type: flop
* Relative slew slack at 65.5%
* Largest net degree at the start of global routing at 25
* Hold Crit Depth at 2
* CTS root buf: clkbuf_8
* DR pass1 iterations at 4
* Final period util at 83.5%
* Clock latency (worst-skew pair) at 0.29 ns
* First-pass GRT wire length at 5250 µm
* Synth logic family: simple AND/OR/NAND/NOR gates
* PwrDens at 747 nW/µm²
* Simple-Gate Fraction of Synth Area at 15.1%
* Ports at 30
-- worst max path at each step --
stage	start	end	slack, ns	cells past startpoint
after CTS	cnt[0]	next_reg	0.001	7
after global routing	cnt[0]	next_reg	0.25	7
final	cnt[0]	next_reg	0.41	7
-- critical path, cell delays in order (launching register included) --
cell	delay, ns
dfxtp_2	0.32
inv_1	0.05
ha_2	0.15
nor4b_4	0.17
nand4_1	0.15
or2_1	0.27
inv_2	0.09
dlymetal6s2s_1	0.09
-- registers in the layout, indices dropped and copies added, names as in the netlist --
signal  count
cnt        16
sioc        1
siod        1
tmp        24
-- layout make-up --
type / instances / area share (%)
timing repair buffer: 36 / 14.4
tap: 75 / 3.96
sequential: 42 / 46.2
clock inverter: 2 / 1.59
multi-input combinational: 94 / 29.2
clock buffer: 6 / 3.07
inverter: 10 / 1.59
-- metal layers --
| metal | GRT usage, % | up-vias | share of wire, % |
|---|---|---|---|
| met4 | 1.43 | 0 | 0.60 |
| li1 | - | 629 | - |
| met1 | 17.7 | 582 | 52 |
| met3 | 3.00 | 3 | 5.4 |
| met5 | 0 | - | 0 |
| met2 | 15.6 | 26 | 42 |
-- Yosys cell counts (2+ instances only) --
master | n | share of area, %
edfxtp_1 | 25 | 41
mux4_2 | 2 | 2.4
ha_1 | 4 | 2.7
nor3_1 | 5 | 1.4
clkbuf_1 | 2 | 0.41
o32a_1 | 2 | 1.1
nand4_1 | 4 | 1.4
dfxtp_1 | 17 | 18
xnor2_1 | 12 | 5.7
nor2_1 | 20 | 4.1
nor4_1 | 7 | 2.4
nand2_1 | 7 | 1.4
o21ai_0 | 2 | 0.54
a21oi_1 | 2 | 0.54
inv_1 | 10 | 2.0
mux2i_1 | 4 | 2.2
nand3_1 | 5 | 1.4
buf_6 | 2 | 1.2
and3_1 | 3 | 1.0
buf_4 | 2 | 0.82
a31oi_1 | 2 | 0.68
-- logic make-up after synthesis --
kind of cell | count (synthesis)
buffers and inverters | 17
multiplexers | 8
AND/OR/NAND/NOR | 56
XOR/XNOR | 13
flip-flops | 42
AND-OR/OR-AND | 13
adder cells (fa/ha/maj) | 4
-- stage by stage --
stage	cells	setup WS, ns	utilization (%)	instance area (µm²)	power [mW]
4_1_cts	265	0.00118	39.8	2350	1.78
6_report	265	0.412	40.0	2370	1.77
3_3_place_gp	254	0.120	37.2	2200	1.21
3_5_place_dp	254	0.131	37.2	2200	1.21
2_1_floorplan	153	0.338	-	1840	1.11
5_1_grt	265	0.249	40.0	2370	1.87
-- where the power goes --
group          total, mW  leakage (nW)  internal [mW]  switching (mW)
sequential         0.912         0.366          0.866          0.0463
combinational      0.337         0.387          0.163           0.174
clock              0.519        0.0514          0.298           0.221
total               1.77         0.804           1.33           0.442
-- repair_timing --
item                                    4_1_cts  5_1_grt
pin swaps                                     1        1
endpoints found under the setup margin        1        1
buffers inserted                              3        0
gates resized                                 6        3
hold buffers                                  0        0
Power and IR drop assume default switching activity.
